==> /design/flow/config.mk <==
export PLATFORM = sky130hd
export DESIGN_NAME = program_counter
export DESIGN_NICKNAME = program_counter
export VERILOG_FILES = /design/flow/design.v
export SDC_FILE = /design/flow/constraint.sdc
export NUM_CORES = 4
export LEC_CHECK = 1
export CORE_AREA = 10 10 109 109
export DIE_AREA = 0 0 119 119
==> /design/flow/constraint.sdc <==
current_design program_counter

set clk_period 6.8
set clk_io_pct 0.2

create_clock -name clk0 -period $clk_period [get_ports {clk}]

set non_clock_inputs [all_inputs -no_clocks]
set_input_delay [expr $clk_period * $clk_io_pct] -clock clk0 $non_clock_inputs
set_output_delay [expr $clk_period * $clk_io_pct] -clock clk0 [all_outputs]
==> /design/flow/design.v <==
module program_counter (
    input logic clk,             
    input logic rst,             
    input logic enable,          
    input logic [31:0] jump_addr,  
    output logic [31:0] pc_addr    
);
    logic [31:0] pc_reg;
    always_ff @(posedge clk or posedge rst) begin
        if (rst) 
            pc_reg <= 32'b0;  
        else if (enable) 
            pc_reg <= jump_addr;  
        else 
            pc_reg <= pc_reg + 4;  
    end
    assign pc_addr = pc_reg;
endmodule
==> /design/flow/run.sh <==
#!/bin/bash
# OpenROAD 26Q1-2900-gdf79404cd8, Yosys 0.63+post, stock flow scripts
make -C /OpenROAD-flow-scripts/flow DESIGN_CONFIG=/design/flow/config.mk WORK_HOME=/design/flow/orfs finish
==> qor.yml <==
timing:
  clock_skew_ns: 0.007351
  tns_ns: 0
  timing.slew.headroom: 0.4258
  drv_slew: 0
  hold_violations: 0
  setup_viol: 0
  fmax_mhz: 343.8
  tightest_slew_ns: 0.8603
  layout_min_cycle_time_ns: 2.909
  rsz0062_at_grt: "no"
  finalClockPeriodUsage: 0.4277
yosys:
  syn-mean-instance-area_um2: 9.275
  ys_seq_share: 0.4405
  ys_ff: 32
  yosys_warnings: 1
  ys_chip_area_um2: 1818
  ys_cells: 196
  ys_types: 28
  synth_area_um2: 1818
  syn-instance-count: 196
run:
  drv_cap: 0
  warnings: 25
detailed_routing:
  first_pass_iters: 4
  detail-route-antenna-nets: 0
  wirelength_um: 5531
  vias: 1723
  avgViaCountPerCell: 4.429
  route.detailed.drc: 0
  antennaDiodeCount: 0
  drt_iter0_markers: 141
  wl_per_cell_um: 14.22
global_routing:
  grt_use_total: 0.07786
  grt_pass1_vias: 1713
  grt-ovfl-total: 0
  grt_max_degree: 35
  antenna_found_initial: 0
  grt_pass1_wl_um: 9032
worst_setup_path:
  cp-end-kind: "flip-flop"
  cp_data_arrival_time_ns: 3.11
  critPathMaxFanout: 34
  crit_type: "input pin to flip-flop"
  required_ns: 7.00
  startpoint_type: "input pin"
die:
  fp.dieH_um: 119
  core-area_um2: 9639
  die-area_um2: 14160
  fp-utilization: 0.1886
  row_count: 36
  num_io_pins: 67
  die_w_um: 119
layout:
  regArea_um2: 800.8
  combGateArea_um2: 915.9
  fillCellCount: 1046
  areaGrowthSynthToFinish_pct: 45.84
  largest_reg_flops: 32
  final_util: 0.2751
  layout-drive-gt1-share: 0.06250
cts:
  cts_buffer_depth: 2
  path_clk_slew_ns: 0.07
  clock-root-buffer: "clkbuf_8"
  worstSkewPairLatency_ns: 0.28
  postCtsHoldBufs: 0
  cts_buffers: 5
  clock_sinks: 32
  cts_setup_buffers: 0
  cts_tree: "yes"
  cts_max_level: 2
  cts_resized: 0
worst_hold_path:
  hold_class: "flip-flop to flip-flop"
power_and_ir_drop:
  p_leak_nw: 0.9834
  powerDensity_nw_per_um2: 179.9
  ir_drop_v: 0.00006315
placement:
  place_hpwl_um: 4218
  gp_congestion: 0.7930
  io_buffer_count: 66
status:
  outcome: "finished clean"
## final cells by class
cell class	instances	share of cell area
Multi-Input combinational cell	145	0.3454
Sequential cell	32	0.3020
Timing Repair Buffer	68	0.2548
Tap cell	133	0.06277
Clock buffer	6	0.02737
Inverter	4	0.005663
Clock inverter	1	0.001888
## power breakdown
part | internal [mW] | switching [mW] | leakage [nW]
sequential | 0.209 | 0.0251 | 0.372
clock | 0.0695 | 0.0690 | 0.0410
combinational | 0.0683 | 0.0359 | 0.570
total | 0.347 | 0.130 | 0.983
## cell usage in the layout (no fill, tap or decap), types with 3 or more instances in the layout
| cell type | count |
|---|---|
| or3_1 | 3 |
| o31ai_1 | 12 |
| a31oi_1 | 14 |
| nand4_1 | 8 |
| inv_1 | 4 |
| o21ai_0 | 14 |
| and2_1 | 3 |
| clkbuf_8 | 5 |
| clkdlybuf4s50_1 | 66 |
| xor2_1 | 9 |
| or4_1 | 14 |
| dfrtp_1 | 32 |
| o211ai_1 | 3 |
| and4_1 | 4 |
| nand2_1 | 23 |
| nor2_1 | 14 |
| mux2_2 | 3 |
| nand3_1 | 9 |
| and3_1 | 3 |
## worst max-delay path: stages
cell	delay [ns]
clkdlybuf4s50_1	0.40
buf_4	0.23
inv_1	0.66
o311ai_0	0.28
o211ai_1	0.16
## per-stage QoR
step                      power [mW]  worst slack [ns]  area, µm²  instances  hold slack, ns
after global routing          0.5081             3.636       2651        389          0.5542
final                         0.4770             3.891       2651        389          0.5102
after floorplan               0.2721             4.528       1818        196          0.4451
after detailed placement      0.3447             3.616       2574        382          0.4945
after global placement        0.3433             3.649       2574        382          0.4965
after CTS                     0.4875             3.904       2651        389          0.5204
## cells in the mapped netlist
master     n  area share
a31oi_1   14       0.048
and2_1     3       0.010
and3_1     3       0.010
and4_1     4       0.019
buf_2      4       0.011
buf_6      2       0.012
clkbuf_1   8       0.017
clkbuf_8   1      0.0076
dfrtp_1   32        0.44
ha_1       1      0.0069
inv_1      4      0.0083
mux2_2     3       0.019
nand2_1   23       0.047
nand2_4    1      0.0062
nand3_1    9       0.025
nand4_1    8       0.028
nand4_2    2       0.014
nand4_4    1       0.012
nor2_1    14       0.029
o211ai_1   3       0.012
o21ai_0   14       0.039
o311ai_0   1      0.0048
o31ai_1   12       0.050
or2_2      1      0.0034
or3_1      3       0.010
or4_1     14       0.058
xnor2_1    2      0.0096
xor2_1     9       0.043
## kinds of logic (layout without fill, tap and decap cells)
group,Yosys count,in the layout,synth area share
adder cells (fa/ha/maj),1,1,0.006881
flip-flops,32,32,0.4405
AND-OR/OR-AND,44,44,0.1535
AND/OR/NAND/NOR,86,86,0.2718
buffers and inverters,19,79,0.05574
XOR/XNOR,11,11,0.05300
multiplexers,3,3,0.01858
## per-layer routing
metal | vias up | routed length (µm) | track usage
met4 | 0 | 62 | 0.007634
met5 | - | 0 | 0
met3 | 6 | 435 | 0.03213
li1 | 848 | - | -
met1 | 829 | 2462 | 0.1002
met2 | 40 | 2570 | 0.1248
## worst paths after layout
| check | start | to | slack [ns] | cells after the start |
|---|---|---|---|---|
| max | enable | pc_reg[27] | 3.89 | 5 |
| min | pc_reg[1] | pc_reg[1] | 0.51 | 1 |
| max reg2reg | pc_reg[5] | pc_reg[29] | 4.71 | 4 |
| min reg2reg | pc_reg[1] | pc_reg[1] | 0.51 | 1 |
| max in group asynchronous | rst | pc_reg[30] | 5.03 | 3 |
| min in group asynchronous | rst | pc_reg[1] | 1.46 | 3 |
Power and IR drop assume default switching activity.
